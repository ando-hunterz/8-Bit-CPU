--- ./config.mk ---
export PLATFORM = sky130hd
export DESIGN_NAME = machine
export DESIGN_NICKNAME = machine
export VERILOG_FILES = /design/flow/design.v
export SDC_FILE = /design/flow/constraint.sdc
export NUM_CORES = 4
export LEC_CHECK = 1
export CORE_AREA = 10 10 89 89
export DIE_AREA = 0 0 99 99
--- ./constraint.sdc ---
current_design machine

set clk_period 1.9
set clk_io_pct 0.2

create_clock -name clk0 -period $clk_period [get_ports {clk}]

set non_clock_inputs [all_inputs -no_clocks]
set_input_delay [expr $clk_period * $clk_io_pct] -clock clk0 $non_clock_inputs
set_output_delay [expr $clk_period * $clk_io_pct] -clock clk0 [all_outputs]
--- ./design.v ---
`timescale 1ns / 1ps
module machine(ins, clk, rst, write_r, read_r, PC_en, fetch, ac_ena, ram_ena, rom_ena,ram_write, ram_read, rom_read, ad_sel,im_int,pc_in);
input clk, rst;   		 
input [3:0] ins;  		 
output reg write_r, read_r, PC_en, ac_ena, ram_ena, rom_ena, im_int, pc_in;
output reg ram_write, ram_read, rom_read, ad_sel;
output reg [1:0] fetch;		 
reg [4:0] state;		 
reg [4:0] next_state; 	 
parameter 	NOP=4'b0000,  
			LDO=4'b0001,	 
			LDA=4'b0010,  
			STO=4'b0011,  
			PRE=4'b0100,  
			ADD=4'b0101,  
			LDM=4'b0110,  
			ADN=4'b0111,  
			INC=4'b1000,  
			DEC=4'b1001,  
			JMP=4'b1010,  
			CLR=4'b1011,  
			SUB=4'b1100,  
			HLT=4'b1111;  
parameter Sidle=5'd31,
			 S0=5'd0,
			 S1=5'd1,
			 S2=5'd2,
			 S3=5'd3,
			 S4=5'd4,
			 S5=5'd5,
			 S6=5'd6,
			 S7=5'd7,
			 S8=5'd8,
			 S9=5'd9,
			 S10=5'd10,
			 S11=5'd11,
			 S12=5'd12,
			 S13=5'd13,
			 S14=5'd14,
			 S15=5'd15;
always @(posedge clk or negedge rst) 
begin
	if(!rst) state<=Sidle;
	else state<=next_state;
end
always @*
begin
case(state)
S1:		begin
			if (ins==NOP) next_state=S0;
			else if (ins==HLT)  next_state=S2;
			else if (ins==PRE | ins==ADD | ins==SUB) next_state=S9;
			else if (ins==LDM) next_state=S11;
			else if (ins==JMP) next_state = S13;
			else if (ins==INC | ins==DEC) next_state=S14;
			else if (ins==ADN | ins==CLR) next_state = S14;
			else next_state=S3;
		end
S4:		begin
			if (ins==LDA | ins==LDO) next_state=S5;
			else next_state=S7; 
		end
Sidle:	next_state=S0;
S0:		next_state=S1;
S2:	   next_state=S2;
S3:		next_state=S4;
S5:		next_state=S6;
S6:		next_state=S0;
S7:		next_state=S8;
S8:		next_state=S0;
S9:		next_state=S10;
S10:		next_state=S0;
S11:		next_state=S12;
S12:		next_state=S0;
S13: 		next_state=S15;
S14:		next_state=S0;
S15:		next_state=S0;
default: next_state=Sidle;
endcase
end
always@*
begin 
case(state)
  Sidle: begin
		 write_r=1'b0;
		 read_r=1'b0;
		 PC_en=1'b0; 
		 ac_ena=1'b0;
		 ram_ena=1'b0;
		 rom_ena=1'b0;
		 ram_write=1'b0;
		 ram_read=1'b0;
		 rom_read=1'b0;
		 ad_sel=1'b0;
		 pc_in = 0;
		 im_int = 0;
		 fetch=2'b00;
		 end
     S0: begin  
		 write_r=0;
		 read_r=0;
		 PC_en=0;
		 ac_ena=0;
		 ram_ena=0;
		 rom_ena=1;
		 ram_write=0;
		 ram_read=0;
		 rom_read=1;
		 ad_sel=0;
		 pc_in = 0;
		 im_int = 0;
		 fetch=2'b01;
		 end
     S1: begin
		 if(ins == ADN | ins == CLR)
		 begin
		 write_r=0;
		 read_r=0;
		 PC_en=1; 
		 ac_ena=0;
		 ram_ena=0;
		 ram_write=0;
		 ram_read=0;
		 rom_ena=1;
		 rom_read=1; 
		 ad_sel=0;
		 pc_in = 0;
		 im_int = 1;
		 fetch=2'b00;
		 end
		 else if(ins == JMP)
		 begin
		 write_r=0;
		 read_r=0;
		 PC_en=1; 
		 ac_ena=0;
		 ram_ena=0;
		 ram_write=0;
		 ram_read=0;
		 rom_ena=1;
		 rom_read=1; 
		 ad_sel=0;
		 pc_in = 0;
		 im_int = 0;
		 fetch=2'b00;
		 end
		 else
		 begin
		 write_r=0;
		 read_r=0;
		 PC_en=1; 
		 ac_ena=0;
		 ram_ena=0;
		 ram_write=0;
		 ram_read=0;
		 rom_ena=1;
		 rom_read=1; 
		 ad_sel=0;
		 pc_in = 0;
		 im_int = 0;
		 fetch=2'b00;
		 end
		 end
     S2: begin
		 write_r=0;
		 read_r=0;
		 PC_en=0;
		 ac_ena=0;
		 ram_ena=0;
		 rom_ena=0;
		 ram_write=0;
		 ram_read=0;
		 rom_read=0;
		 ad_sel=0;
		 pc_in = 0;
		 fetch=2'b00;
		 im_int = 0;
		 end
     S3: begin 
		 write_r=0;
		 read_r=0;
		 PC_en=0;
		 ac_ena=1; 
		 ram_ena=0;
		 rom_ena=1;
		 ram_write=0;
		 ram_read=0;
		 rom_read=1;
		 pc_in = 0;
		 ad_sel=0;
	    fetch=2'b10; 
		 im_int = 0;
		 end
	 S4: begin
		 write_r=0;
		 read_r=0;
		 PC_en=1;
		 ac_ena=1;
		 ram_ena=0;
		 ram_write=0;
		 ram_read=0;
		 rom_ena=1; 
		 rom_read=1;
		 ad_sel=0;
		 pc_in = 0;
		 fetch=2'b10; 
		 im_int = 0;
		 end
     S5: begin
		 if (ins==LDO)
		 begin
		 write_r=1;
		 read_r=0;
		 PC_en=0;
		 ac_ena=1;
		 ram_ena=0;
		 ram_write=0;
		 ram_read=0;
		 rom_ena=1;
		 rom_read=1;
		 ad_sel=1;
		 pc_in =0;
		 fetch=2'b01; 
		 im_int = 0;		 
		 end
		 else 
		 begin
		 write_r=1;
		 read_r=0;
		 PC_en=0;
		 ac_ena=1;
		 ram_ena=1;
	    ram_write=0;
		 ram_read=1;
		 rom_ena=0;
		 rom_read=0;
		 ad_sel=1;
		 pc_in = 0;
		 fetch=2'b01;
		 im_int = 0;
		 end	 
		 end
     S6: begin 
		 write_r=1'b0;
		 read_r=1'b0;
		 PC_en=1'b0;  
		 ac_ena=1'b0;
		 ram_ena=1'b0;
		 rom_ena=1'b0;
		 ram_write=1'b0;
		 ram_read=1'b0;
		 rom_read=1'b0;
		 ad_sel=1'b0;
		 fetch=2'b00;
		 pc_in = 0;
		 im_int = 0;
		 end
     S7: begin  
		 write_r=0;
		 read_r=1;
		 PC_en=0;
		 ac_ena=0;
		 ram_ena=0;
		 rom_ena=0;
		 ram_write=0;
		 ram_read=0;
		 rom_read=0;
		 ad_sel=0;
		 pc_in = 0;
		 fetch=2'b00;
		 im_int = 0;
		 end
     S8: begin  
		 write_r=0;
		 read_r=1;
		 PC_en=0;
		 ac_ena=0;
		 rom_read=0;
		 rom_ena=0;
		 pc_in = 0;
		 ram_ena=1;
		 ram_write=1;
		 ram_read=0;
		 im_int = 0;
		 ad_sel=1;
		 fetch=2'b00;  
		 end
     S9: begin 
		 if (ins==PRE)  
		 begin
		 write_r=0;
		 read_r=1;
		 PC_en=0;
		 ac_ena=1;
		 ram_ena=0;
		 rom_ena=0;
		 ram_write=0;
		 ram_read=0;
		 rom_read=0;
		 ad_sel=0;
		 pc_in = 0;
		 fetch=2'b00;
		 im_int = 0;
		 end
		 else 
		 begin 
		 write_r=0;
		 read_r=1;
		 PC_en=0;
		 ac_ena=1;
		 ram_ena=0;
		 rom_ena=0;
		 ram_write=0;
		 ram_read=0;
		 rom_read=0;
		 ad_sel=0;
		 pc_in = 0;
		 fetch=2'b00;
		 im_int = 0;		 
		 end 
		 end
    S10: begin
		 write_r=0;
		 read_r=1;
		 PC_en=0;
		 ac_ena=0;
		 ram_ena=0;
		 rom_ena=0;
		 ram_write=0;
		 ram_read=0;
		 rom_read=0;
		 ad_sel=0;
		 fetch=2'b00;
		 pc_in = 0;
		 im_int = 0;
		 end
    S11: begin  
		 write_r=1;
		 read_r=0;
		 PC_en=0;
		 ac_ena=1;
		 ram_ena=0;
		 im_int = 0;
		 ram_write=0;
		 ram_read=0;
		 rom_ena=1;
		 rom_read=1;
		 ad_sel=0;
		 fetch=2'b00;
		 pc_in = 0;
		 end
    S12: begin 
		 write_r=0;
		 read_r=0;
		 PC_en=0;
		 ac_ena=0;
		 ram_ena=0;
		 rom_ena=0;
		 ram_write=0;
		 ram_read=0;
		 rom_read=0;
		 ad_sel=0;
		 pc_in = 0;
		 fetch=2'b00;	
		 im_int = 0; 
		 end
	 S13: begin 
		 write_r=0;
		 read_r=0;
		 PC_en=1;
		 ac_ena=0; 
		 ram_ena=0;
		 rom_ena=1;
		 ram_write=0;
		 ram_read=0;
		 rom_read=1;
		 pc_in = 1;
		 ad_sel=0;
	    fetch=2'b01; 
		 im_int = 0;
		 end
	S14: begin
		 write_r=0;
		 read_r=0;
		 PC_en=0;
		 pc_in=0;
		 ac_ena=1;
		 ram_ena=0;
		 rom_ena=1;
		 ram_write=0;
		 ram_read=0;
		 rom_read=1;
		 ad_sel=0;
		 fetch=2'b00;	
		 im_int = 0; 
		 end
	S15: begin 
		 write_r=0;
		 read_r=0;
		 PC_en=0;
		 pc_in=0;
		 ac_ena=0;
		 ram_ena=0;
		 rom_ena=1;
		 ram_write=0;
		 ram_read=0;
		 rom_read=1;
		 ad_sel=0;
		 fetch=2'b00;	
		 im_int = 0; 
		 end
default: begin
		 write_r=0;
		 read_r=0;
		 PC_en=0;
		 ac_ena=0;
		 ram_ena=0;
		 rom_ena=0;	
		 ram_write=0;
		 ram_read=0;
		 rom_read=0;
		 ad_sel=0;
		 pc_in=0;
		 fetch=2'b00;	
		 im_int = 0;
		 end
endcase
end
endmodule
--- ./run.sh ---
#!/bin/bash
# OpenROAD 26Q1-2900-gdf79404cd8, Yosys 0.63+post, stock flow scripts
make -C /OpenROAD-flow-scripts/flow DESIGN_CONFIG=/design/flow/config.mk WORK_HOME=/design/flow/orfs finish
==> out/qor.yml <==
place.port_buffers: 19
cts_sinks: 16
fin_area_sq_um: 1100
htree_levels: 1
cp_max_fo: 6
place.gp.congestion: 0.791
core_sq_um: 5990
worstPathRequired_ns: 1.52
die_w_microns: 99
top_register: "state"
drt_iter0_markers: 24
grt_pass1_wl_microns: 2670
holdBufCountCts: 0
layout_top_cells: "14 x buf_4, 13 x dfrtp_1, 8 x clkdlybuf4s50_1"
fmax_ghz: 0.546
setup_viol: 0
outcome: "finished, final reports clean"
diodes: 0
yosysWarnings: 1
place_hpwl_microns: 1370
min_delay_path_depth: 0
cp-start-kind: "flop"
wl_per_cell_microns: 10.2
muxShareOfSynthArea_pct: 0
synth_top_flop_cell: "dfrtp_1"
ioPinCount: 20
chipHeight_microns: 99
end_kind: "output port"
grt_pass1_vias: 516
largest_reg_flops: 16
syn2layout_area_growth_pct: 61.6
p_leak_uw: 0.000480
ys_types: 28
hold_class: "flop to flop"
ant_nets: 0
worstRegToRegCells: 3
syn_avg_cell_area_sq_um: 11.7
grt_remaining_overflow: 0
maxSlewViolCount: 0
vias: 556
synthCells: 58
clock_latency_ns: 0.24
async_reset_ff_share_pct: 100
rows: 28
finalClockSkew_ns: 0.00152
fin_util_pct: 18.4
simple_gate_area_share_pct: 27.9
cts_buffer_depth: 2
cp.arrival_ns: 1.45
root_buffer: "clkbuf_8"
cts_tree: "done"
xor_area_share_pct: 1.29
edf_count: 0
synth-adder-area-share_pct: 0
drv_cap: 0
ir_drop_mv: 0.203
dieArea_sq_um: 9800
yosysSeqAreaShare_pct: 59.0
avgViaCountPerCell: 3.33
tool_warnings: 26
min_period_over_period_pct: 96.4
synth_stat.cells: 58
p_per_area_nw_per_um2: 759
dpl_cell_area_sq_um: 1020
drc_errors: 0
r2r_slack_ns: 0.85
grt_usage_pct: 3.30
antenna_found_initial: 0
report.final.hold_viol_count: 0
rsz0062_at_grt: "false"
top_regs: "state (16)"
yosys_area_sq_um: 681
period_needed_ns: 1.83
postRouteWirelength_microns: 1710
drive_above_1_share_pct: 35.9
cts_made_buffers: 3
drt_pass1_iterations: 4
fp_util_pct: 11.4
worstSetupPathType: "flop to output port"
grt_max_degree: 17
mostFrequentLayoutCell: "buf_4"
power_uw: 834
aoi_share_pct: 7.35
synth.cell_area_sq_um: 681
clk_pin_slew_worst_paths_ns: 0.06
synth_flops: 16
synthTopLogicFamily: "simple AND/OR/NAND/NOR gates"
## worst max-delay path, stage by stage (launching register included)
cell and delay, ns:
dfrtp_2 0.40, a21boi_2 0.23, buf_4 0.13, clkdlybuf4s50_1 0.45
## area by class of cell
cell class | count | area [sq um]
fill | 651 | 4890
sequential | 16 | 404
timing repair buffer | 33 | 280
multi-input combinational | 39 | 267
tap | 75 | 93.8
clock buffer | 4 | 55.1
## power by group
part           internal (uW)  total, uW  switching (uW)  leakage, uW
clock network            183        291             107    0.0000288
logic                    101        160            58.3     0.000250
registers                366        384            18.3     0.000202
## per-stage QoR
stage / hold WS (ns) / worst slack (ns) / cells / setup TNS [ns]
floorplan: 0.0844 / 0.557 / 58 / 0
global placement: 0.355 / -0.320 / 160 / -1.48
detailed placement: 0.363 / -0.326 / 160 / -1.50
CTS: 0.377 / -0.0437 / 165 / -0.0852
global route: 0.394 / 0.0141 / 167 / 0
finish: 0.375 / 0.0687 / 167 / 0
## kinds of logic after synthesis
| group | after synthesis |
|---|---|
| compound gates | 7 |
| xor+xnor | 1 |
| buf+inv | 3 |
| flops | 16 |
| other cells | 1 |
| simple gates | 30 |
## what timing repair did
action	4_1_cts	5_1_grt
endpoints found under the hold margin	0	0
gates resized	21	6
pin swaps	6	5
endpoints found under the setup margin	9	6
gates cloned	0	0
buffers inserted	1	2
## routing by layer
layer / up-vias / track usage [%] / wire [microns]
met4: 0 / 0.551 / 12
met2: 16 / 4.01 / 658
met3: 2 / 1.27 / 122
li1: 272 / - / -
met5: - / 0 / 0
met1: 266 / 5.27 / 912
## cell usage after synthesis, types with 2 or more instances
library cell,n,share of area [%]
or3_1,2,1.8
nor4_1,2,1.8
nand3_1,4,2.9
nor3_1,3,2.2
dfrtp_1,15,55
nand3b_1,2,2.2
or2_2,3,2.8
nand2_1,4,2.2
a21oi_1,3,2.2
buf_4,2,2.2
## worst paths after layout
check / endpoint / start
min in group asynchronous: state[7] / rst
setup reg to reg: state[1] / state[2]
max in group asynchronous: state[0] / rst
hold reg to reg: state[2] / state[15]
hold / removal: state[2] / state[15]
setup / recovery: ram_read / state[11]
Power and IR drop assume default switching activity.
